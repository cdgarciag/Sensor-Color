--- design.v ---
module servomotor_finish(
    input wire clk,      
    input wire state, 
    output reg pwm_out   
);
    reg [31:0] pwm_counter = 0;
    reg [31:0] wait_counter = 0;
    parameter CLK_FREQ = 25000000;    
    parameter PWM_PERIOD = 500000;   
    parameter PULSE_90 = 50000;       
    parameter PULSE_0 = 25000;        
    parameter WAIT_TIME = 75000000;   
    always @(posedge clk) begin
        if (pwm_counter >= PWM_PERIOD) begin
            pwm_counter <= 0;
        end else begin
            pwm_counter <= pwm_counter + 1;
        end
        case (state)
            1'b0: begin
                if (pwm_counter <= PULSE_90) begin
                    pwm_out <= 1;
                end else begin
                    pwm_out <= 0;
                end
            end
            1'b1: begin
                if (pwm_counter <= PULSE_0) begin
                    pwm_out <= 1;
                end else begin
                    pwm_out <= 0;
                end
            end
        endcase
    end
endmodule
module sensor_finish (
    input wire mclk,
    input wire sensor_clk,
    output wire es_verde,
    output wire es_rojo,
    output wire es_otro,
    output wire [1:0] filtro_sel
);
	reg [31:0] periodo = 32'd0;
	reg [31:0] counter = 32'b00; 
	reg [31:0] counter_timer = 32'b00; 
	reg [2:0] color_detectado;
	assign filtro_sel = 2'b00;
	assign es_rojo = color_detectado[2];
	assign es_verde = color_detectado[1];
	assign es_otro = color_detectado[0];
	parameter max=25000000; 
	always @(posedge mclk) begin   
		if(sensor_clk) begin
			counter <= counter + 32'b1;
		end else begin
			if(counter != 32'b0) begin
				periodo <= counter;
			end 
			counter <= + 32'b0;
		end
	end
	always @(posedge mclk) begin 
		if(counter_timer >= max) begin
		counter_timer <= 32'b00;
			if ( periodo > 32'd18000 && periodo < 32'd23000) begin 
			color_detectado<=3'b100; 
			end
			else if( periodo > 32'd10400 && periodo < 32'd17900) begin 
			color_detectado<=3'b010; 
			end
			else begin 
			color_detectado<=3'b001; 
			end
		end
		else begin
		counter_timer <= counter_timer + 1;
		end
	end
endmodule
module stepper_motor_control (
    input wire clk,           
    output reg [3:0] motor    
);
    reg [31:0] counter;       
    reg [2:0] step_index;     
    reg [3:0] step_sequence [0:7];
    parameter STEP_DELAY = 22000;   
    initial begin
        step_sequence[0] = 4'b1000;
        step_sequence[1] = 4'b1100;
        step_sequence[2] = 4'b0100;
        step_sequence[3] = 4'b0110;
        step_sequence[4] = 4'b0010;
        step_sequence[5] = 4'b0011;
        step_sequence[6] = 4'b0001;
        step_sequence[7] = 4'b1001;
    end
    always @(posedge clk) begin
        if (counter >= STEP_DELAY) begin
            counter <= 0;
            step_index <= step_index + 1;
            motor <= step_sequence[step_index];
        end else begin
            counter <= counter + 1;
        end
    end
endmodule
module top (
   input wire mclk,         
   input wire sensor_clk,   
   input wire detecto,  
   output wire [1:0] filtro_sel,   
   output wire pwm_out1,     
   output wire pwm_out2,     
   output wire motor1,        
   output wire motor2,        
   output wire motor3,        
   output wire motor4,         
   output wire motor5,        
   output wire motor6,        
   output wire motor7,        
   output wire motor8,         
);
   wire es_verde; 
   wire es_rojo;
   wire es_otro;
   reg [1:0] estado_servos = 2'b00;
   reg cont_iniciado =1'b0;
   reg [31:0] contador_main =32'd0;
   parameter max_contador = 32'd50000000;
   sensor_finish sensor (
      .mclk(mclk),
      .sensor_clk(sensor_clk),
      .es_verde(es_verde),
      .es_rojo(es_rojo),
      .es_otro(es_otro),
      .filtro_sel(filtro_sel)
   );
   servomotor_finish servo1 (
      .clk(mclk),    
      .pwm_out(pwm_out1),
      .state(estado_servos[0])  
   );
   servomotor_finish servo2 (
      .clk(mclk),   
      .pwm_out(pwm_out2),
      .state(estado_servos[1])  
   );
    stepper_motor_control motor_control (
        .clk(mclk),                         
        .motor({motor4, motor3, motor2, motor1})   
    );
    stepper_motor_control motor_control2 (
        .clk(mclk),                         
        .motor({motor8, motor7, motor6, motor5})   
    );
   always @(posedge mclk) begin
      if (!detecto && !cont_iniciado) begin
            cont_iniciado <= 1'b1;
            if(es_verde) begin
            estado_servos <= 2'b10;
            end
            else if(es_rojo) begin
            estado_servos <= 2'b01; 
            end
            else begin 
            estado_servos <= 2'b00; 
            end
      end 
      else if (cont_iniciado && contador_main < max_contador) begin
         contador_main <= contador_main + 1;
      end 
      else if (cont_iniciado && contador_main >= max_contador) begin
         estado_servos <= 2'b00;
         cont_iniciado <= 1'b0;       
         contador_main <= 32'd0;        
      end
   end
endmodule
--- run.sh ---
#!/bin/bash
# OpenROAD 26Q1-2900-gdf79404cd8, Yosys 0.63+post, stock flow scripts
make -C /OpenROAD-flow-scripts/flow DESIGN_CONFIG=/design/flow/config.mk WORK_HOME=/design/flow/orfs finish
--- config.mk ---
export PLATFORM = sky130hd
export DESIGN_NAME = top
export DESIGN_NICKNAME = top
export VERILOG_FILES = /design/flow/design.v
export SDC_FILE = /design/flow/constraint.sdc
export NUM_CORES = 4
export LEC_CHECK = 1
export CORE_UTILIZATION = 50
--- constraint.sdc ---
current_design top

set clk_period 4.0
set clk_io_pct 0.2

create_clock -name clk0 -period $clk_period [get_ports {mclk}]

set non_clock_inputs [all_inputs -no_clocks]
set_input_delay [expr $clk_period * $clk_io_pct] -clock clk0 $non_clock_inputs
set_output_delay [expr $clk_period * $clk_io_pct] -clock clk0 [all_outputs]
==> changes_impl.md <==
### Physical design

- Core box area: ~0.021 mm^2
- Final Hold Vio Count: 0
- Layout Area Growth over Synthesis: 14.2%
- Fp util: 0.515
- Crit-path cells: ha_1 -> and3_1 -> nand4_1 -> or3_1 -> a21boi_0
- Max incr delay on CP: approximately 510 ps
- Min-Delay Startpoint: sensor.counter[30]
- CTS tree: yes
- Initial DRC Count: 334
- First-pass GRT wire length: between 30000 and 40000 um
- Hold Path Depth: 0
- Cell count of the worst reg-to-reg path: 5
- Clock Sinks: 277
- IO buf count: 12
- Final setup viols: 0
- Reg-to-reg slack, setup: 1850 ps
- Fin crit period: 2150 ps
- Yosys chip area: 0.0110 mm^2
- Critical-path cell with the highest stage delay: or3_1
- Initial antenna violation count: 0
- Chip height: 150 um
- Max Cap Viol: 0
- FMAX: 466 MHz
- Vias: ~7200
- DP Wirelength: 11200 um
- Clk latency late pin: 530 ps
- Synth warn: 4
- Antenna Cells: 0
- Fraction of layout cells with a size suffix above 1: 0.0538
- Max-slew violation count: 0
- Number of enable flip-flop cells: 82
- Die Wd: 150 um
- Status: completed
- H-tree levels: 1
- Sequential area share after synthesis: 0.581
- CTS Hold Bufs: 0
- Routed WL: ~17000 um
- Number of routed nets with antenna violations: 0
- Die area: between 0.02 and 0.025 mm^2
- CP startpoint: sensor.counter[0]
- Synth Instances: 1055
- Design Area, Final: 0.0125 mm^2
- DP Area: 0.0116 mm^2
- Max-slew headroom: 0.506
- Final TNS setup: 0 ps
- CP top delay family: simple AND/OR/NAND/NOR gates
- Reg2reg start: sensor.counter[0]
- Worst clock skew: 9.33 ps
- Most frequent logic cell in the layout: dfxtp_1
- Placer's final routability congestion estimate: about 0.84
- FILL cells: roughly 1700
- Critical path peak fanout: 13
- Cell Type Count: around 49
- Worst EP arrival: roughly 2600 ps
- Worst VDD drop: 335 uV
- Register Area: 0.00637 mm^2
- Fin crit share: 0.537
- CTS resizes: 0
- TritonCTS buffer count: 29
- Largest net degree at the start of global routing: 37
- Total gr overflow: 0
- Critical path class: register to register
- Routed len/inst: 12.0 um
- Vias in the first global route: 6571
- CP endpoint kind: register
- Yosys stat cell total: around 1100
- Post-CTS setup buffers: 0
- Drt first pass iters: 5
- OpenROAD warning count: 38
- Gate Area: 0.00460 mm^2
- LEAKAGE: 0.00437 uW
- HP Class: register to register
- Top cells excl fill/tap: dfxtp_1 (195), nor2_1 (162), edfxtp_1 (82), conb_1 (75), xnor2_1 (73)
- Worst-path clk slew: 60 ps
- Yosys reg bits: 277
- Avg Cell Area, Syn: 10.4 um^2
- RSZ-0062 raised after global routing: no
- Power Density: between 400 and 500 mW/mm^2
- Crit path DRT: around 4400 ps
- Final Power: 5630 uW
- Worst Max-Slew Pin Slew: 739 ps
- DRC viols: 0
- IO Pins: 15
- Clock Root Buffer: clkbuf_16
- RR Endpoint: sensor.counter[18]
- Most common reg cell: dfxtp_1
- GRT Util Overall: 0.173
- CP Buf/Inv Count: 0
- Site Rows: 53
- Mapped Area: around 0.011 mm^2
- Startpoint Class: register
- Worst hold endpoint: sensor.periodo[30]
- Max Buffers Root-to-Sink: 3
- Drt via density: 5.00
- Asr flop ratio synth: 0
==> Yosys cell counts (17+ instances only) <==
cell,number,area (um^2)
nand3_1,54,270
nor2_1,163,612
and3_1,24,150
nor3_1,38,190
xnor2_1,73,639
clkbuf_1,17,63.8
nand4_1,40,250
nor4_1,40,250
dfxtp_1,195,3900
nand2_1,58,218
ha_1,18,225
and2_1,29,181
inv_1,38,143
xor2_1,58,508
edfxtp_1,82,2460
==> metal layers <==
layer,GRT usage,share of wire,wire (um)
met4,0.0389,0.026,456
met2,0.241,0.41,7120
met3,0.0337,0.043,754
met5,0,0,0
met1,0.295,0.52,9020
==> sequential cells by signal, indices dropped and copies added, names as in the netlist, 32 cells and up <==
signal,cells
sensor.counter,32
sensor.counter_timer,32
servo2.pwm_counter,32
sensor.periodo,32
motor_control2.counter,32
motor_control.counter,32
servo1.pwm_counter,32
contador_main,32
==> per-stage QoR <==
step | util | cells | hold slack (ps) | setup WS, ps
floorplan | - | 1129 | 403 | 1250
global placement | 0.546 | 1394 | 458 | 1900
detailed placement | 0.546 | 1394 | 460 | 1860
CTS | 0.588 | 1447 | 476 | 1820
global route | 0.588 | 1447 | 490 | 1590
finish | 0.588 | 1447 | 471 | 1850
==> how the worst max path moves through the flow <==
stage / cells after the start / endpoint / slack [ps]
CTS: 5 / sensor.counter[18] / 1820
global route: 6 / sensor.counter[22] / 1590
finish: 5 / sensor.counter[18] / 1850
==> power by group <==
group	switching [uW]	internal, uW	leakage (uW)
logic	55.2	38.9	0.00152
registers	46.8	2980	0.00241
clock network	1050	1470	0.000445
==> cell families after synthesis <==
logic type	after synthesis	synth area share
AOI/OAI and AO/OA	60	0.0334
xor gates and xnor gates	131	0.105
adders and majority gates	18	0.0205
buffers and inverters	66	0.0258
DFF	277	0.581
muxes	2	0.00205
other	1	0.000342
and+or+nand+nor	500	0.233
==> final cells by class <==
cell class                 count  area share
inverter                      38      0.0114
timing repair buffer          18      0.0132
clock buffer                  40      0.0644
clock inverter                13     0.00789
sequential                   277       0.508
tap                          275      0.0275
multi-input combinational    786       0.367
No activity file was given, so power comes from the tool's default toggle rates.
